==> flow/run.sh <==
#!/bin/bash
# OpenROAD 26Q1-2900-gdf79404cd8, Yosys 0.63+post, stock flow scripts
make -C /OpenROAD-flow-scripts/flow DESIGN_CONFIG=/design/flow/config.mk WORK_HOME=/design/flow/orfs finish
==> flow/config.mk <==
export PLATFORM = sky130hd
export DESIGN_NAME = reg_file
export DESIGN_NICKNAME = reg_file
export VERILOG_FILES = /design/flow/design.v
export SDC_FILE = /design/flow/constraint.sdc
export NUM_CORES = 4
export LEC_CHECK = 1
export CORE_UTILIZATION = 30
==> flow/constraint.sdc <==
current_design reg_file

set clk_period 15.8
set clk_io_pct 0.2

create_clock -name clk0 -period $clk_period [get_ports {clk}]

set non_clock_inputs [all_inputs -no_clocks]
set_input_delay [expr $clk_period * $clk_io_pct] -clock clk0 $non_clock_inputs
set_output_delay [expr $clk_period * $clk_io_pct] -clock clk0 [all_outputs]
==> flow/design.v <==
module reg_file (
    input wire clk,
    input wire rst,
    input wire we,             
    input wire [4:0] ra1,      
    input wire [4:0] ra2,      
    input wire [4:0] wa,       
    input wire [31:0] wd,      
    output wire [31:0] rd1,    
    output wire [31:0] rd2     
);
    reg [31:0] registers [0:31];
    assign rd1 = (ra1 == 5'b0) ? 32'b0 : registers[ra1];
    assign rd2 = (ra2 == 5'b0) ? 32'b0 : registers[ra2];
    integer i;
    always @(posedge clk) begin
        if (rst) begin
            for (i = 0; i < 32; i = i + 1) begin
                registers[i] <= 32'b0;
            end
        end else if (we && (wa != 5'b0)) begin
            registers[wa] <= wd;
        end
    end
endmodule
==> flow_metrics.py <==
# Physical implementation metrics
metrics = {
    "outcome": {
        "run_status": "complete, no violations",
    },
    "detailed_routing": {
        "antenna_left": 0,
        "drc_errors": 0,
        "via_count": 32600,
        "avgViaCountPerCell": 5.44,
        "avgRoutedWirePerCell_um": 31.4,
        "final_routed_wirelength_um": 188000,
        "drt_pass1_iterations": 5,
        "initialDrtViolationCount": 2233,
    },
    "logic_synthesis": {
        "post_synth_instance_area_um2": 54200,
        "avgSynthCellArea_um2": 15.5,
        "yosys-stat-area_um2": 54200,
        "ys_cells": 3502,
        "yosys.area.top_type": "sky130_fd_sc_hd__edfxtp_1",
        "synth-seq-area-share": 0.567,
        "yosysWarningCount": 1,
        "ys_top_cells_by_count": "sky130_fd_sc_hd__edfxtp_1 (1024), sky130_fd_sc_hd__and2_1 (995), sky130_fd_sc_hd__mux4_2 (472)",
        "post_synth_edffs": 1024,
        "leading_cell_type_by_number_of_instances_after_synthesis": "sky130_fd_sc_hd__edfxtp_1",
        "seq_cells_post_synth": 1024,
        "postSynthCellCount": 3502,
        "post_synth_num_cell_types": 42,
        "top_cell_area_share": 0.567,
        "synthArstFlopShare": 0,
        "post_synth_main_area_contributors": "sky130_fd_sc_hd__edfxtp_1 (57%), sky130_fd_sc_hd__mux4_2 (20%), sky130_fd_sc_hd__and2_1 (11%), sky130_fd_sc_hd__mux2i_1 (2.8%), sky130_fd_sc_hd__clkbuf_1 (1.9%)",
        "flop_cell": "sky130_fd_sc_hd__edfxtp_1",
    },
    "sta": {
        "finalCriticalPeriod_ns": 10.54,
        "worst-slew-pin-transition_ns": 0.850,
        "report.final.slew_viol_count": 0,
        "fmaxAchievable_ghz": 0.0949,
        "maxSlewHeadroom": 0.419,
        "setup_violations": 0,
        "finalHoldViolCount": 0,
        "grt_setup_unrepaired": "no",
        "min_period_over_period": 0.667,
        "aggregate_negative_setup_slack_ns": 0,
    },
    "critical_path": {
        "crit_path_largest_cell_delay_ns": 0.73,
        "start_kind": "input port",
        "critical_path_required_ns": 12.64,
        "worstPathBufferInverterCount": 5,
        "arr_time_crit_path_ns": 7.38,
        "setup.worst_path.end_class": "output port",
        "timing.setup.critical_path_class": "in -> out",
        "cell_seen_most_often_among_critical_path_stages": "sky130_fd_sc_hd__buf_4",
        "cp_cell_sequence": "buf_4, buf_4, and2_4, buf_4, a22o_1, a2111oi_1, buf_4, nor3_1, clkdlybuf4s50_1",
        "timing.critical_path.max_delay_family": "buffers and inverters",
        "crit_fanout": 31,
        "timing.critical_path.depth": 9,
        "crit_slowest_cell": "sky130_fd_sc_hd__buf_4",
    },
    "layout": {
        "largest_reg_flops": 1024,
        "syn2layout_area_growth_pct": 13.9,
        "layout-drive-gt1-share": 0.252,
        "final_cell_area_um2": 61800,
        "largest_registers": "registers: 1024 flops",
        "largest-register": "registers",
        "nFillCells": 16700,
    },
    "die": {
        "dieHeight_um": 427,
        "die_area_um2": 182000,
        "fp.coreArea_um2": 179000,
        "die_x_um": 427,
        "floorplan.initialDensity": 0.303,
        "rows": 155,
        "io_pins": 114,
    },
    "cts": {
        "post_cts.repair.setup_buffers": 0,
        "clock_pin_slew_reported_for_the_worst_setup_and_hold_paths_after_clock_tree_synthesis_ns": 0.06,
        "root_buffer": "sky130_fd_sc_hd__clkbuf_16",
        "tritoncts": "built",
        "cts_num_sinks": 1024,
        "ctsResizeCount": 0,
        "holdBufCountCts": 0,
        "ctsHtreeMaxLevel": 3,
        "cts-root-to-sink-buffers": 3,
        "number_of_buffers_created_by_cts": 112,
    },
    "placement": {
        "post-dp-hpwl_um": 110000,
        "place.gp.congestion": 0.893,
        "dpl-instance-area_um2": 58200,
        "port_buffers": 113,
    },
    "grt": {
        "grt_max_degree": 82,
        "first_global_vias": 35500,
        "global_route.overflow_total": 0,
        "grt_first_pass_wirelength_um": 264000,
        "number_of_antenna_violations_at_the_first_check_in_global_routing": 7,
        "gr-usage-all-layers": 0.222,
    },
    "worst_hold_path": {
        "cells_on_worst_hold_path": 2,
        "hp-class": "in -> reg",
    },
    "pwr": {
        "total_leakage_power_uw": 0.0208,
        "pwr_density_cell_nw_per_um2": 107,
        "vdd.ir_drop.worst_mv": 0.0968,
    },
    "run": {
        "max_cap_viol_count": 0,
        "tally_of_openroad_warnings": 26,
    },
}
-- cell usage in the layout (no fill, tap or decap), types with 5 or more instances in the layout --
cell                              netlist  layout
sky130_fd_sc_hd__edfxtp_1            1024    1024
sky130_fd_sc_hd__and2_1               995     994
sky130_fd_sc_hd__mux4_2               472     472
sky130_fd_sc_hd__buf_4                 31     179
sky130_fd_sc_hd__mux2i_1              150     150
sky130_fd_sc_hd__clkbuf_16              0     116
sky130_fd_sc_hd__o22ai_1              103     103
sky130_fd_sc_hd__clkdlybuf4s50_1        0     103
sky130_fd_sc_hd__nor3_1                54      54
sky130_fd_sc_hd__a22o_1                51      51
sky130_fd_sc_hd__a2111oi_1             41      42
sky130_fd_sc_hd__clkinv_1               0      36
sky130_fd_sc_hd__or2_2                 33      33
sky130_fd_sc_hd__conb_1                 1      32
sky130_fd_sc_hd__mux2_2                30      30
sky130_fd_sc_hd__nor2_4                 0      29
sky130_fd_sc_hd__clkinv_2               0      24
sky130_fd_sc_hd__a22oi_1               16      16
sky130_fd_sc_hd__clkbuf_1             272      16
sky130_fd_sc_hd__a2111oi_0             14      13
sky130_fd_sc_hd__a21oi_1               12      12
sky130_fd_sc_hd__nor2b_1               14      12
sky130_fd_sc_hd__bufinv_16              0      10
sky130_fd_sc_hd__nand2_1                7       7
sky130_fd_sc_hd__a211oi_1               7       7
sky130_fd_sc_hd__nand3b_1               5       5
sky130_fd_sc_hd__nand3_1                5       5
sky130_fd_sc_hd__nor4_1                 6       5
sky130_fd_sc_hd__nand2b_1               5       5
-- metrics by stage --
stage	utilization	std cells	power [µW]	worst slack, ns	hold slack (ns)
floorplan	-	3533	3710	7.88	3.36
global placement	0.325	5793	4070	5.23	3.77
detailed placement	0.325	5793	4080	5.31	3.78
CTS	0.345	5996	6630	5.31	2.99
global route	0.345	5998	6770	5.17	3.01
finish	0.345	5999	6600	5.26	3.03
-- final timing paths --
kind	slack, ns	to	start
worst max-delay path	5.26	rd2[18]	ra2[1]
worst min-delay path	3.03	registers[0][19]$_SDFFCE_PN0P_	rst
-- power breakdown --
group / total, µW / internal, µW / leakage [µW] / switching, µW
registers: 3210 / 3140 / 0.00975 / 73.4
logic: 810 / 357 / 0.00929 / 453
clock network: 2580 / 1490 / 0.00175 / 1090
total: 6600 / 4980 / 0.0208 / 1620
-- cell families (layout without fill, tap and decap cells) --
kind of cell,after synthesis,in the layout,share of synthesized area
buf+inv,389,497,0.0331
other cells,1,35,0.0000691
flops,1024,1024,0.567
compound gates,259,259,0.0365
simple gates,1177,1177,0.133
mux,652,652,0.230
-- final cells by class --
| cell class | instances | area [µm²] | area share |
|---|---|---|---|
| Antenna cell | 3 | 7.51 | 0.000121 |
| Multi-Input combinational cell | 2120 | 22100 | 0.357 |
| Sequential cell | 1024 | 30700 | 0.498 |
| Clock buffer | 132 | 2960 | 0.0479 |
| Tap cell | 2355 | 2950 | 0.0477 |
| Clock inverter | 71 | 577 | 0.00933 |
| Timing Repair Buffer | 292 | 2480 | 0.0402 |
| Inverter | 2 | 7.51 | 0.000121 |
-- routing by layer --
metal  vias to the layer above  global-route usage  share of wire
met4                        22              0.0948          0.056
met1                     16000               0.234           0.31
met2                      2524               0.328           0.46
met5                         -              0.0201         0.0027
li1                      13700                   -              -
met3                       452               0.169           0.17
Power is estimated from default activity; no workload was simulated.
