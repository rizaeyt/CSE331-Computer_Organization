File: /design/flow/config.mk
export PLATFORM = sky130hd
export DESIGN_NAME = dmem
export DESIGN_NICKNAME = dmem
export VERILOG_FILES = /design/flow/design.v
export SDC_FILE = /design/flow/constraint.sdc
export NUM_CORES = 4
export LEC_CHECK = 1
export CORE_UTILIZATION = 40
export SYNTH_MEMORY_MAX_BITS = 65536
File: /design/flow/constraint.sdc
current_design dmem

set clk_period 42.1
set clk_io_pct 0.2

create_clock -name clk0 -period $clk_period [get_ports {clk}]

set non_clock_inputs [all_inputs -no_clocks]
set_input_delay [expr $clk_period * $clk_io_pct] -clock clk0 $non_clock_inputs
set_output_delay [expr $clk_period * $clk_io_pct] -clock clk0 [all_outputs]
File: /design/flow/design.v
module dmem ( 
    input  wire        clk, 
    input  wire        mem_read, 
    input  wire        mem_write, 
    input  wire [31:0] addr,       
    input  wire [31:0] wd, 
    output wire [31:0] rd 
); 
    reg [31:0] ram [0:255];
    assign rd = ram[addr[31:2]];
    always @(posedge clk) begin
        if (mem_write) begin
            ram[addr[31:2]] <= wd;
        end
    end
endmodule
File: /design/flow/run.sh
#!/bin/bash
# OpenROAD 26Q1-2900-gdf79404cd8, Yosys 0.63+post, stock flow scripts
make -C /OpenROAD-flow-scripts/flow DESIGN_CONFIG=/design/flow/config.mk WORK_HOME=/design/flow/orfs finish
==> highlights.md <==
• **most used flip-flop cell** sky130_fd_sc_hd__edfxtp_1
• **# placed instances** 23400
• **Max Fclk** 40.5 MHz
• **number of buffers inserted by hold repair at cts** 0
• **total of warnings raised by yosys** 1
• **post-route core utilization** 45.9%
• **worst path buffer plus inverter count** 9
• **outcome** complete, no violations
• **Core ar.** 768000 um2
• **floorplan-stage core utilization** 40.1%
• **post-route insts no fill** 24800
• **Cell variety after synth** 21
• **number of buffers created by CTS** 782
• **total wire length after detailed routing** 839000 um
• **post-synthesis average cell area** 23.6 um2
• **placed wire-length estimate after detailed placement** 473000 um
• **dominant cell by count in the synthesized netlist** sky130_fd_sc_hd__edfxtp_1
• **number of flops mapped to enable cells by yosys** 8192
• **total number of vias** 144000
• **first-pass GRT wire length** 1180000 um
• **horizontal die size** 880 um
• **class of the worst hold path** in -> reg
• **via/cell ratio** 5.80
• **first element of the critical path** addr[2]
• **fin crit share** 58.7%
• **ys async rst share** 0%
• **Syn Std Cell Area** 308000 um2
• **crit path capture type** output port
• **global routing usage summed across all routing layers** 24.0%
• **flip-flop count of the largest register, all copies and words added** 8192
• **tool warning count** 57
• **commonest cells in the netlist** 8192 x sky130_fd_sc_hd__edfxtp_1, 2048 x sky130_fd_sc_hd__mux4_2, 1024 x sky130_fd_sc_hd__a22oi_1
• **die extent in y** 880 um
• **Design Area, Final** 353000 um2
• **number of gates resized after cts** 0
• **crit-path leading delay family** buffers and inverters
• **top fanout value on the critical path** 61
• **DP Area** 328000 um2
• **CTS sink cnt** 8192
• **cell repeated most along the worst path** sky130_fd_sc_hd__buf_4
• **Cells after Synth** 13100
• **Registers, synthesis** 8192
• **Buffers on Ports** 73
• **Largest type area fraction** 79.8%
• **cell chosen for the clock root** sky130_fd_sc_hd__clkbuf_16
• **maximum number of pins on one net before global-route repair** 113
• **setup repair bufs after CTS** 0
• **post-DR wirelength/cell** 33.8 um
• **Pre-antenna DRT Iters** 20
• **Yosys Instances** 13100
• **CTS tree** yes
• **startpoint of the lowest-slack hold path** wd[16]
• **antenna violations before repair** 23
• **number of setup violations in the final report** 0
• **# IOs** 99
• **area added between synthesis and finish** 14.4%
• **number of global-route vias before repair** 160000
• **weighted congestion reported at the end of routability-driven placement** 0.884
• **Post-DRT Antenna Nets** 0
• **kind of start point of the critical path** primary input
• **sequential element share of the synthesized area** 79.8%
• **cell type contributing the most total cell area after synthesis** sky130_fd_sc_hd__edfxtp_1
• **share of final-layout standard cells stronger than drive strength 1** 29.8%
• **Clock Tree Buf Depth** 4
• **CP required** 33.68 ns
• **RSZ-0062 raised after global routing** false
• **tightest hold margin** 7.61 ns
• **largest cells by area after synthesis** sky130_fd_sc_hd__edfxtp_1 80%, sky130_fd_sc_hd__mux4_2 15%, sky130_fd_sc_hd__a22oi_1 2.5%
• **Worst Tran Pin Value** 1.23 ns
• **violation count after the first detailed-route iteration** 9659
• **post-synth area from yosys stat** 308000 um2
• **final number of max-transition violations** 0
• **slowest cell on the critical path** sky130_fd_sc_hd__o41ai_1
• **Crit path arrival time** 16.28 ns
• **maximum vdd drop** 0.0000506 V
• **Rows** 322
• **worst-path cell chain** buf_16, buf_4, buf_4, buf_4, buf_4, buf_4, buf_4, mux4_2, a22oi_1, a21oi_1, o41ai_1, buf_4, nand4_1, clkdlybuf4s50_1
• **Power Dens Cells** 47.1 nW/um2
• **static power due to leakage** 107 nW
• **post-route DRC violation count** 0
• **count of H-tree levels built during CTS** 6
• **global route overflow** 0
• **Final Hold Violation Tally** 0
• **tightest slew margin relative to the limit** 17.0%
• **clock-pin transition on the worst setup and hold timing paths** 0.06 ns
• **final total negative setup slack** 0 ns
• **Setup CP Type** in -> out
• **largest stage delay on the critical path** 1.06 ns
• **full die area** 774000 um2
• **post-layout minimum cycle time** 24.70 ns
• **max-capacitance violation count** 0
[metal layers]
layer / GRT usage [%] / part of all wire [%] / vias up / wire length [um]
met3: 21.5 / 20 / 1346 / 169000
met4: 7.55 / 4.3 / 38 / 35800
met2: 34.4 / 47 / 10000 / 391000
li1: - / - / 58700 / -
met5: 2.16 / 0.26 / - / 2150
met1: 26.0 / 29 / 73800 / 242000
[final cells by class]
class / count / area (um2)
Clock inverter: 449 / 4510
Clock buffer: 981 / 20400
Fill cell: 61700 / 416000
Multi-Input combinational cell: 4066 / 61800
Timing Repair Buffer: 900 / 7280
Sequential cell: 8192 / 246000
Tap cell: 10200 / 12800
Antenna cell: 26 / 65.1
Inverter: 1 / 3.75
[report_power, final]
group / leakage (nW) / internal, W / switching (W) / total, W
clock: 12.0 / 0.00379 / 0.00305 / 0.00684
sequential: 73.6 / 0.00899 / 0.00000349 / 0.00899
combinational: 21.2 / 0.000263 / 0.000535 / 0.000798
total: 107 / 0.0130 / 0.00359 / 0.0166
[path summary, 6_finish.rpt]
kind / slack, ns / end / cells past startpoint
setup / recovery: 17.40 / rd[8] / 14
hold / removal: 7.61 / ram[189][16]$_DFFE_PP_ / 1
[metrics by stage]
stage / total power, W / worst slack [ns]
after detailed placement: 0.00997 / 17.55
final: 0.0166 / 17.40
after global routing: 0.0171 / 16.86
after CTS: 0.0167 / 17.49
after global placement: 0.00996 / 17.52
after floorplan: 0.00954 / 23.40
[logic make-up (layout without fill, tap and decap cells)]
family                 Yosys count  count (layout)  synth area share [%]
AND-OR/OR-AND                 1664            1664                  3.69
other                            0              26                     0
AND/OR/NAND/NOR                354             354                 0.490
flip-flops                    8192            8192                  79.8
multiplexers                  2048            2048                  15.0
buffers and inverters          797            2331                  1.09
[placed cells by master (no fill, tap or decap), drive strengths merged]
cell / n
a21oi: 512
a22oi: 1024
and2: 3
buf: 861
bufinv: 56
clkbuf: 981
clkdlybuf4s50: 39
clkinv: 352
clkinvlp: 17
diode: 26
edfxtp: 8192
inv: 25
mux4: 2048
nand2: 28
nand2b: 6
nand3: 13
nand4: 32
nor2: 232
nor2b: 7
nor3: 30
o41ai: 128
or2: 2
or3: 1
Power figures rest on the tool's default switching activity, not on a simulated workload.
